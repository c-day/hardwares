==> /design/flow/design.v <==
module hazard(
	opCode, 
  rdReg1_EX,
  rdReg2_EX,
  wrReg_EX,
  wrReg_MEM,
  wrReg_WB,
  reg1hazSel,
  reg2hazSel
);
  input [3:0] rdReg1_EX, rdReg2_EX, wrReg_EX, wrReg_MEM, wrReg_WB, opCode;
  output [1:0] reg1hazSel, reg2hazSel;
	wire [1:0] check;
	wire [1:0] haz1, haz2;
  assign haz1 = (rdReg1_EX == wrReg_MEM & rdReg1_EX != 4'h0) ? 2'b00 :
                (rdReg1_EX == wrReg_WB & rdReg1_EX != 4'h0) ? 2'b01 :
                2'b11;
  assign haz2 = (rdReg2_EX == wrReg_MEM & rdReg2_EX != 4'h0) ? 2'b00 :
                (rdReg2_EX == wrReg_WB &rdReg2_EX != 4'h0) ? 2'b01 :
                2'b11;
	assign check = (opCode == 4'b1011) ? 2'b11 :
                 (opCode == 4'b1101) ? 2'b11 :
                 (opCode == 4'b1111) ? 2'b11 :
                 (opCode == 4'b1100  ) ? 2'b11 :
                 2'b00;
	assign reg1hazSel = haz1 | check;
	assign reg2hazSel = haz2 | check;
endmodule
==> /design/flow/run.sh <==
#!/bin/bash
# OpenROAD 26Q1-2900-gdf79404cd8, Yosys 0.63+post, stock flow scripts
make -C /OpenROAD-flow-scripts/flow DESIGN_CONFIG=/design/flow/config.mk WORK_HOME=/design/flow/orfs finish
==> /design/flow/config.mk <==
export PLATFORM = sky130hd
export DESIGN_NAME = hazard
export DESIGN_NICKNAME = hazard
export VERILOG_FILES = /design/flow/design.v
export SDC_FILE = /design/flow/constraint.sdc
export NUM_CORES = 4
export LEC_CHECK = 1
export CORE_AREA = 10 10 70 70
export DIE_AREA = 0 0 80 80
==> /design/flow/constraint.sdc <==
current_design hazard

set clk_period 1.4
set clk_io_pct 0.2

create_clock -name clk0 -period $clk_period

set non_clock_inputs [all_inputs -no_clocks]
set_input_delay [expr $clk_period * $clk_io_pct] -clock clk0 $non_clock_inputs
set_output_delay [expr $clk_period * $clk_io_pct] -clock clk0 [all_outputs]
==> ci_impl_report.md <==
## Synthesis and layout report

| Metric | Value |
|---|---|
| DRC viols | 0 |
| Largest net degree at the start of global routing | 4 |
| DP HPWL | 1.05 mm |
| Kind of critical path | in2out |
| WHS Endpoint | reg1hazSel[0] |
| Leakage | 0.203 nW |
| Antenna diodes | 0 |
| Area grow syn2layout | 133% |
| Slew margin rel. | 81.8% |
| Die height | 80 um |
| Tmin final | 1.39 ns |
| Drt pass-1 iters | 3 |
| Max_cap viols | 0 |
| Final-layout clock buffer total | 0 |
| Total core area | 3420 um2 |
| CP endpoint kind | output pin |
| Max Fclk | 0.720 GHz |
| WHS | 0.976 ns |
| CP arrival | 1.11 ns |
| Width of the die | 80 um |
| Antenna violations before repair | 0 |
| Post-Syn Area | 229 um2 |
| Fin. Hold Viols | 0 |
| Min-Delay Path Class | in2out |
| HP Start | rdReg1_EX[0] |
| Max IR drop VDD | 30.8 uV |
| CP required | 1.12 ns |
| Cells after synthesis | 29 |
| Flip-flop and latch area | 0 um2 |
| Pre-CTS WS | -0.682 ns |
| Placed Area | 527 um2 |
| Routed Antenna Nets | 0 |
| Final Setup Violations | 0 |
| RSZ-0062 raised after global routing | yes |
| Port bufs | 24 |
| Logic cell area | 289 um2 |
| Fill count | 384 |
| Starting DRT DRC Count | 25 |
| Chip Area, Yosys | 229 um2 |
| Floorplan core density | 6.70% |
| Synth Warn # | 0 |
| IO Count | 28 |
| # Cells Yosys | 29 |
| First-pass GRT wire length | 1.88 mm |
| Post-route cell area | 533 um2 |
| Worst-path maximum fanout | 3 |
| Cell Type Count | 7 |
| Vias per std cell | 3.06 |
| Total GRT Usage | 3.60% |
| Die area | 6400 um2 |
| Dominant logic cell type in the layout | buf_2 |
| Top Layout Cells | 13 x buf_2, 12 x xor2_1, 5 x nor4_2 |
| Seq cells | 0 |
| Share of cells above drive strength 1 | 63.0% |
| Period Utilization, post-route | 99.2% |
| Status | completed |
| Tool warning count | 37 |
| Placer Congestion | 0.698 |
| Slew @ Worst Pin | 0.271 ns |
| P per Cell Area | 267 nW/um2 |
| WHS Path Cells | 5 |
| Syn Area/Cell | 7.90 um2 |
| Routed WL | 1.21 mm |
| Fin. max-slew vios | 0 |
| Via count | 306 |
| Num rows | 21 |
| GRT overflow | 0 |
| Vias in the first global route | 364 |
| Post-synthesis sequential area ratio | 0% |
| Avg WL per Cell | 12.1 um |
| Worst setup SP type | primary input |
| PnR worst setup slack | 0.0111 ns |
-- repair_timing --
action	CTS	global route
buffers inserted	0	1
endpoints found under the setup margin	4	4
resized	83	26
hold buffers	0	0
pin swaps	12	11
hold endpoints to repair	0	0
-- area by class of cell --
type,instances,area share (%)
timing repair buffer,25,35.0
multi-input combinational,29,54.2
tap,46,10.8
-- routing by layer --
layer / GRT usage (%) / vias to the layer above / routed length, um
li1: - / 151 / -
met1: 3.76 / 147 / 430
met2: 7.70 / 8 / 722
met3: 0.341 / 0 / 53
met4: 0 / 0 / 0
met5: 0 / - / 0
-- per-stage QoR --
stage / utilization [%] / cells / TNS [ns] / total power [mW]
global route: 15.6 / 100 / -0.109 / 0.156
floorplan: - / 29 / 0 / 0.0473
finish: 15.6 / 100 / 0 / 0.142
CTS: 13.7 / 99 / 0 / 0.121
global placement: 15.4 / 99 / -2.70 / 0.139
detailed placement: 15.4 / 99 / -2.68 / 0.141
-- synthesized netlist by cell type --
master / count / area [um2]
mux2_2: 1 / 11.3
xor2_1: 16 / 140
nor4_2: 2 / 25.0
a21oi_1: 2 / 10.0
nand2_1: 2 / 7.51
nor4_1: 4 / 25.0
o21ai_1: 2 / 10.0
-- how the worst max path moves through the flow --
stage,start,endpoint,slack (ns)
global route,rdReg1_EX[0],reg1hazSel[1],-0.07
CTS,opCode[2],reg2hazSel[1],0.002
finish,rdReg1_EX[0],reg1hazSel[1],0.01
-- power by group --
part	switching (mW)	internal [mW]	total, mW
Combinational	0.0646	0.0779	0.142
Sequential	0	0	0
Clock	0	0	0
-- critical path: stages --
cell	delay, ns
buf_8	0.11
xor2_2	0.17
nor4_2	0.32
o21ai_1	0.11
buf_2	0.12
-- cell families (layout without fill, tap and decap cells) --
group	count (synthesis)	count (layout)	synth area share, %
and+or+nand+nor	8	8	25.1
xor gates and xnor gates	16	16	61.2
buffers and inverters	0	25	0
muxes	1	1	4.92
AOI/OAI and AO/OA	4	4	8.74
Power and IR drop assume default switching activity.
