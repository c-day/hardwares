**flow/run.sh**
```bash
#!/bin/bash
# OpenROAD 26Q1-2900-gdf79404cd8, Yosys 0.63+post, stock flow scripts
make -C /OpenROAD-flow-scripts/flow DESIGN_CONFIG=/design/flow/config.mk WORK_HOME=/design/flow/orfs finish
```
**flow/config.mk**
```make
export PLATFORM = sky130hd
export DESIGN_NAME = control
export DESIGN_NICKNAME = control
export VERILOG_FILES = /design/flow/design.v
export SDC_FILE = /design/flow/constraint.sdc
export NUM_CORES = 4
export LEC_CHECK = 1
export CORE_AREA = 10 10 70 70
export DIE_AREA = 0 0 80 80
```
**flow/constraint.sdc**
```tcl
current_design control

set clk_period 2.4
set clk_io_pct 0.2

create_clock -name clk0 -period $clk_period

set non_clock_inputs [all_inputs -no_clocks]
set_input_delay [expr $clk_period * $clk_io_pct] -clock clk0 $non_clock_inputs
set_output_delay [expr $clk_period * $clk_io_pct] -clock clk0 [all_outputs]
```
**flow/design.v**
```verilog
module control(
  instr,
  rdEnReg1,
  rdEnReg2,
  wrRegEn,
  rdReg1,
  rdReg2,
  wrReg,
  memRd,
  memWr,
  aluOp,
  shAmt,
  mem2reg,
  sawBr,
  sawJ,
  aluSrc,
  hlt, 
	Z
);
  input [15:0] instr;
	input Z;
  output rdEnReg1, rdEnReg2, wrRegEn, memRd, memWr, mem2reg, sawBr, sawJ, aluSrc, hlt;
  output [3:0] rdReg1, rdReg2, wrReg, aluOp, shAmt;
  wire [3:0] opCode = instr[15:12];
	assign hlt = (opCode == 4'b1111) ? 1'b1 : 1'b0;
  assign rdEnReg1 = (opCode == 4'b1111) ? 1'b0 :
                    (opCode == 4'b1100  ) ? 1'b0 :
                    (opCode == 4'b1101) ? 1'b0 :
                    1'b1;
  assign rdEnReg2 = (opCode == 4'b0000) ? 1'b1 :
                    (opCode == 4'b0001) ? 1'b1 :
                    (opCode == 4'b0010) ? 1'b1 :
                    (opCode == 4'b0011) ? 1'b1 :
                    (opCode == 4'b0100) ? 1'b1 :
										(opCode == 4'b1110 ) ? 1'b1 :
                    1'b0;
  assign wrRegEn = (opCode == 4'b1111) ? 1'b0 :
                   (opCode == 4'b1001 ) ? 1'b0 :
                   (opCode == 4'b1100  ) ? 1'b0 :
                   (opCode == 4'b1110 ) ? 1'b0 :
                   1'b1;
  assign memRd = (opCode == 4'b1000) ? 1'b1 : 1'b0;
  assign memWr = (opCode == 4'b1001) ? 1'b1 : 1'b0;
  assign mem2Reg = memRd;
  assign sawBr = (opCode == 4'b1100) ? 1'b1 : 1'b0;
  assign sawJ = (opCode == 4'b1101) ? 1'b1 :
                (opCode == 4'b1110 ) ? 1'b1 :
                1'b0;
  assign rdReg1 = (opCode == 4'b1010) ? instr[11:8] :
                  (opCode == 4'b1011) ? 4'h0 :
									(opCode == 4'b1110 ) ? 4'hF :
									instr[7:4];
  assign rdReg2 = (opCode == 4'b1001) ? instr[11:8] : 
									(opCode == 4'b1110) ? 4'h0 :
									instr[3:0];
  assign wrReg = (opCode == 4'b1101) ? 4'hF :
                 instr[11:8];
  assign aluSrc = (opCode == 4'b1011) ? 1'b0 : 
                  (opCode == 4'b1001 ) ? 1'b0 :
                  rdEnReg2;
  assign aluOp = (opCode == 4'b0000) ? 4'b0000 :
                 (opCode == 4'b0001 & Z == 1'b1) ? 4'b0000 :
                 (opCode == 4'b0010) ? 4'b0001 :
                 (opCode == 4'b0101) ? 4'b0100 :
                 (opCode == 4'b0111) ? 4'b0110 :
                 (opCode == 4'b0110) ? 4'b0101 :
                 (opCode == 4'b0011) ? 4'b0010 :
                 (opCode == 4'b0100) ? 4'b0011 :
                 (opCode == 4'b1010) ? 4'b0111 :
                 (opCode == 4'b1011) ? 4'b0000 :
                 (opCode == 4'b1000 ) ? 4'b0000 :
								 (opCode == 4'b1001 ) ? 4'b0000 :
								 (opCode == 4'b1110 ) ? 4'b0000 :
                 4'b1111;
  assign shAmt = instr[3:0];
endmodule
```
==> results.py <==
# Generated from Yosys and OpenROAD reports
metrics = {
    "timing": {
        "setup_tns_ns": 0,
        "period_used_share": 0.964,
        "slew_viol_final": 0,
        "finalHoldViolations": 0,
        "fin_crit_ns": 2.31,
        "max_clock_freq_mhz": 432,
        "finalSetupViolations": 0,
    },
    "routing": {
        "dr.pass1.iters": 4,
        "drc": 0,
        "wl_um": 2180,
        "insertedDiodeCount": 0,
        "vias_per_cell": 4.08,
        "routedWlPerCell_um": 12.2,
        "ant_nets": 0,
        "num_vias": 731,
        "drtIter0Drc": 15,
    },
    "yosys": {
        "yosys_cells": 77,
        "yosys-top-cells-area": "nor2_1, o21ai_0, buf_4",
        "synth_chip_area_um2": 430,
        "top_area_cell": "nor2_1",
        "netlist.area_leader.share": 0.0959,
        "most_common_cell": "nor2_1",
        "synth_area_um2": 430,
        "netlist_top_cells_count": "nor2_1, o21ai_0, nand2_1",
        "postSynthAreaPerCell_um2": 5.59,
        "synthCells": 77,
        "yosysUniqueCellTypes": 27,
        "ys_warn_count": 2,
        "ys_seq_frac": 0,
    },
    "grt": {
        "grt_pass1_vias": 713,
        "grt_usage": 0.0635,
        "grt_pass1_wl_um": 3420,
        "antenna_found_initial": 0,
        "grt_max_degree": 9,
        "overflow": 0,
    },
    "pwr": {
        "p_leak_nw": 0.466,
        "ir_drop_v": 0.0000630,
        "power_density_mw_per_mm2": 160,
    },
    "layout": {
        "seq_area_um2": 0,
        "area_growth_pct": 145,
        "logic_area_um2": 375,
        "fill_cells": 377,
        "num-clock-buffers": 0,
        "flops": 0,
        "drive_above_1_share": 0.211,
        "utilization": 0.309,
    },
    "floorplanning": {
        "fp.dieW_um": 80,
        "die_y_um": 80,
        "rows": 21,
        "fp_util": 0.126,
        "top_level_ports": 47,
        "core_mm2": 0.00342,
        "chipArea_mm2": 0.00640,
    },
    "hold_path": {
        "holdPathStages": 3,
        "min_to": "aluOp[2]",
        "worstHoldPathType": "in2out",
        "hp-start": "instr[13]",
    },
    "placed_design": {
        "io_buffers": 46,
        "dpl.hpwl_um": 1920,
        "place_congestion": 0.787,
    },
    "critical_path": {
        "crit_required_ns": 1.92,
        "critPathCaptureType": "primary output",
        "worst-path-max-fanout": 5,
        "path_class": "in2out",
        "critPathLaunchType": "input port",
        "worstPathArrival_ns": 1.83,
    },
    "flow_run": {
        "cap_violations": 0,
        "warnings": 32,
    },
    "outcome": {
        "status": "finished clean",
    },
    "clock_tree": {
        "cts_hold_buf": 0,
    },
}
-- through the flow --
stage / worst slack [ns] / instances / area, µm² / hold WS, ns / power [mW]
finish: 0.0858 / 179 / 1060 / 1.36 / 0.169
global route: -0.00469 / 179 / 1060 / 1.39 / 0.190
detailed placement: -0.378 / 178 / 1030 / 1.83 / 0.175
CTS: 0.00329 / 178 / 1030 / 1.63 / 0.174
floorplan: 0.613 / 77 / 430 / 0.974 / 0.0521
global placement: -0.375 / 178 / 1030 / 1.83 / 0.174
-- cell type report --
type,count,area share
multi-input combinational,64,0.355
timing repair buffer,67,0.583
inverter,2,0.00711
tap,46,0.0545
-- routing by layer --
layer  global-route usage  up-vias  routed length (µm)
met4                    0        0                   0
met5                    0        -                   0
met3               0.0250        0                 260
met2                0.103       27                 989
li1                     -      382                   -
met1               0.0824      322                 929
-- layout by cell type, fill, tap and decap left out, drive strengths merged --
master,netlist,final
clkdlybuf4s50,0,36
conb,1,1
a21o,1,1
nand2,7,7
dlygate4sd2,0,2
o211ai,1,1
nand3,3,3
buf,9,22
or4,1,1
nor3,2,2
nand2b,5,5
inv,2,2
o21bai,1,1
dlymetal6s2s,0,4
xnor2,1,1
o21a,1,1
nor2,11,11
clkbuf,2,2
clkdlybuf4s15,0,1
a32oi,1,1
or2,1,1
a21oi,6,6
nor4b,1,1
nand4bb,1,1
nand3b,1,1
o22ai,6,6
o21ai,8,8
nor3b,2,2
nor2b,2,2
-- critical path, cell delays in order --
cell	delay, ns
clkdlybuf4s15_2	0.22
buf_4	0.14
buf_4	0.13
nand3b_1	0.17
buf_4	0.16
nand2_1	0.05
o21ai_0	0.07
clkdlybuf4s50_1	0.41
-- where the power goes --
group | switching (mW) | total, mW | internal (mW)
combinational | 0.0562 | 0.169 | 0.113
sequential | 0 | 0 | 0
clock | 0 | 0 | 0
-- how the worst max path moves through the flow --
stage	startpoint	end	slack, ns	cells past startpoint
after CTS	instr[12]	aluOp[2]	0.003	6
after global routing	instr[14]	rdReg2[3]	-0.005	7
final	instr[14]	rdReg1[1]	0.09	8
-- logic make-up after synthesis --
logic type | synth area share
AOI/OAI and AO/OA | 0.340
xor gates and xnor gates | 0.0204
other | 0.00871
buffers and inverters | 0.183
and+or+nand+nor | 0.448
-- repair_timing --
| item | CTS | global route |
|---|---|---|
| pin swaps | 0 | 1 |
| gates cloned | 0 | 0 |
| endpoints found under the hold margin | 0 | 0 |
| setup endpoints to repair | 25 | 13 |
| setup buffers | 0 | 1 |
| gates resized | 13 | 11 |
Power and IR drop assume default switching activity.
